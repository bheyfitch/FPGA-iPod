===== flow/design.v =====
module handle_addr(new_kbd_input,clk,rst,start,state,address,finish,edge_trigger);
parameter IDLE = 4'b0_0_00;
parameter SEND_ADDR = 4'b1_0_01;
parameter WAIT = 4'b0_010;
parameter INCREMENT = 4'b0_0_11;
parameter enable = 8'h45;
parameter disable_ = 8'h44;
parameter reset_ = 8'h52;
parameter forward_ = 8'h46;
parameter backwards_ = 8'h42;
input [7:0] new_kbd_input;
input clk,rst;
input finish;  
input edge_trigger;
output signed [3:0] state;
output [22:0] address;
output start;
reg start;
reg [7:0] keyboard_input;
reg signed [22:0] address;
reg [3:0] state;
reg reset_button_pressed;  
wire backwards_flag;
always_ff @(posedge clk or posedge rst) begin 
    if (rst) begin 
        state <= IDLE;
        address<=0;
    end 
    else begin 
        case(state) 
        IDLE :  begin 
            if (edge_trigger)
            state <= SEND_ADDR;
            else state<=IDLE;
        end 
        SEND_ADDR : begin 
            if (address > 23'h7FFFF) address<=0;
            else if (address < 0 ) begin
                 address<= 23'h7FFFF;
                 backwards_flag<=1;
                 state<=WAIT;
            end
            else begin 
                address<=address;
                state<= WAIT;
                backwards_flag<=0;
            end 
        end 
        WAIT : if(finish) state<= INCREMENT;  
               else state<=WAIT;  
        INCREMENT : begin 
            if (((keyboard_input == enable)||(reset_button_pressed)) && (keyboard_input != disable_ ) && (keyboard_input != backwards_)) begin 
            address <= address + 1;
            state<=IDLE;
            end 
            else if (keyboard_input == disable_) begin 
            address <= address;
            reset_button_pressed<=0;
            state<=IDLE;
            end
            else if (keyboard_input == forward_) begin
                address<= address + 1;
                 reset_button_pressed<=0;
                state<=IDLE;
            end 
            else if ((keyboard_input == backwards_)|| (backwards_flag)) begin 
                address<= address - 1;
                 reset_button_pressed<=0;
                state<=IDLE;
            end 
            else if (keyboard_input == reset_) begin 
                    address <=0;
                    reset_button_pressed<=1;
                    state<=IDLE;
            end 
            else begin 
                state <= INCREMENT;
            end 
                end 
        default : state<=IDLE;
         endcase
    end
end
assign start  = state[3];  
always_ff @(posedge clk) begin
    if ((new_kbd_input == enable) || (new_kbd_input == disable_) || (new_kbd_input == reset_)|| (new_kbd_input == forward_)|| ( new_kbd_input == backwards_)) begin
        keyboard_input <= new_kbd_input;
    end
    else keyboard_input<=keyboard_input;
end
endmodule

===== flow/run.sh =====
#!/bin/bash
# OpenROAD 26Q1-2900-gdf79404cd8, Yosys 0.63+post, stock flow scripts
make -C /OpenROAD-flow-scripts/flow DESIGN_CONFIG=/design/flow/config.mk WORK_HOME=/design/flow/orfs finish

===== flow/config.mk =====
export PLATFORM = sky130hd
export DESIGN_NAME = handle_addr
export DESIGN_NICKNAME = handle_addr
export VERILOG_FILES = /design/flow/design.v
export SDC_FILE = /design/flow/constraint.sdc
export NUM_CORES = 4
export LEC_CHECK = 1
export CORE_UTILIZATION = 50

===== flow/constraint.sdc =====
current_design handle_addr

set clk_period 8.0
set clk_io_pct 0.2

create_clock -name clk0 -period $clk_period [get_ports {clk}]

set non_clock_inputs [all_inputs -no_clocks]
set_input_delay [expr $clk_period * $clk_io_pct] -clock clk0 $non_clock_inputs
set_output_delay [expr $clk_period * $clk_io_pct] -clock clk0 [all_outputs]

==> impl_metrics.tcl <==
# flow metrics
set metrics [dict create \
    wl_um 8020 \
    root_buffer "clkbuf_8" \
    numSynthFlops 36 \
    ctsHtreeMaxLevel 2 \
    regArea_um2 951 \
    cts_setup_buffers 0 \
    clkTransAtPathRegs_ps 70 \
    fp_util 0.531 \
    grt_max_degree 34 \
    finalHoldViolCount 0 \
    detail_route.vias_per_cell 6.57 \
    nFillCells 446 \
    yosys_warnings 4 \
    path_cells "or4b_1 > o21ai_1 > nand3_2 > o21ai_0 > o32a_1 > o21ai_1" \
    dr.pass1.iters 6 \
    hold_path_class "reg2reg" \
    antenna_left 0 \
    arrival_ps 3600 \
    io_buffers 38 \
    ir_worst_vdd_mv 0.156 \
    whs_ps 549 \
    outcome "finished, final reports clean" \
    cts_buffers 5 \
    drc_errors 0 \
    place_hpwl_um 5560 \
    path_class "reg2reg" \
    grt_pass1_wl_um 13300 \
    core_area_mm2 0.00520 \
    cp.required_ps 8170 \
    drtIter0Drc 365 \
    skew_ps 5.02 \
    drive_gt1_frac 0.0738 \
    cts_buffer_depth 2 \
    syn2layout_area_growth_pct 20.2 \
    largest_area_cell "dfrtp_1" \
    powerDensity_mw_per_mm2 288 \
    vias 2863 \
    max_slew_margin 0.385 \
    tightest_slew_ps 916 \
    top_cells_by_area "dfrtp_1 24%, edfxtp_1 11%, nand3_1 3.8%" \
    grt_pass1_vias 2597 \
    die_area_mm2 0.00583 \
    cp_max_fo 33 \
    lay_top_count "clkdlybuf4s50_1" \
    wire_per_inst_um 18.4 \
    dieWidth_um 76.3 \
    syn_avg_cell_area_um2 8.13 \
    path_buffers 0 \
    top_cell_area_share 0.236 \
    ys_cells 340 \
    rows 26 \
    grt-ovfl-total 0 \
    clk_latency_ps 290 \
    setup_viol 0 \
    postCtsResizedCells 0 \
    fmax_mhz 291 \
    postCtsHoldBufs 0 \
    ff_type "dfrtp_1" \
    start_kind "flop" \
    max_cap_viol_count 0 \
    synthArstFlopShare 0.722 \
    fin_crit_ps 3430 \
    io_pins 40 \
    ys_area_mm2 0.00276 \
    lay_top_cells "38 x clkdlybuf4s50_1, 26 x nand2_1, 26 x nor2_1, 26 x dfrtp_1, 21 x nand3_1" \
    place_congestion 0.982 \
    drv_slew 0 \
    antenna_found_initial 0 \
    power.leakage_nw 1.22 \
    clock-sinks 36 \
    crit_path_max_incr_delay_ps 950 \
    syn-cell-area_mm2 0.00276 \
    synth.distinct_cells 65 \
    combGateArea_mm2 0.00164 \
    crit_family "AND-OR/OR-AND gates" \
    finalSetupTns_ps 0 \
    cts_tree "built" \
    rsz0062_at_grt "no" \
    cpMostUsedCell "o21ai_1" \
    cp_slowest_cell "o21ai_0" \
    die_h_um 76.3 \
    final.period_utilization 0.429 \
    antennaDiodeCount 0 \
    track_usage 0.294 \
    synth-edff-count 10 \
    synth_cells 340 \
    cp-end-kind "flop" \
    ys_seq_frac 0.344 \
    warnings 28 \
]
-- sequential cells by signal, indices dropped and copies added (netlist names) --
signal and count:
state 3, address 23, backwards_flag 1, reset_button_pressed 1, keyboard_input 8
-- kinds of logic after synthesis --
logic type,count (synthesis),share of synthesized area
AND/OR/NAND/NOR,155,0.317
multiplexers,5,0.0186
AND-OR/OR-AND,100,0.243
buffers and inverters,39,0.0607
XOR/XNOR,2,0.00634
adder cells (fa/ha/maj),2,0.00906
other,1,0.00136
flip-flops,36,0.344
-- cell type report --
class	count	share of cell area
Multi-Input combinational cell	265	0.495
Sequential cell	36	0.286
Timing Repair Buffer	45	0.130
Clock inverter	3	0.0271
Tap cell	70	0.0264
Clock buffer	5	0.0207
Inverter	12	0.0136
-- power by group --
| part | internal [mW] | leakage (nW) | switching [mW] |
|---|---|---|---|
| Clock | 0.156 | 0.0784 | 0.0667 |
| Combinational | 0.198 | 0.695 | 0.202 |
| Sequential | 0.232 | 0.442 | 0.0992 |
-- stage by stage --
stage,std cells,instance area (um2),power [mW],utilization,worst slack (ps)
after floorplan,340,2760,0.558,-,4970
final,436,3320,0.955,0.638,4570
after detailed placement,428,3160,0.722,0.607,4440
after global placement,428,3160,0.722,0.607,4470
after CTS,436,3320,0.952,0.638,4700
after global routing,436,3320,1.02,0.638,4480
-- layer usage --
layer  global-route usage  up-vias  wire (um)  share of wire
li1                     -     1367          -              -
met1                0.486     1323       3750           0.47
met2                0.416      155       3440           0.43
met3               0.0535       18        696          0.087
met4               0.0654        0        123          0.015
met5                    0        -          0              0
-- synthesized netlist by cell type, drive strengths merged, types with 4 or more instances --
master  instances
a211o           6
dfrtp          26
clkbuf         18
o21ai          22
a21oi          20
inv            12
mux2i           4
a31oi          11
or3             7
nor4            8
nand3          22
buf             9
nor3           14
or4             8
nor2b           4
nor2           26
nand2          26
o22ai           4
edfxtp         10
nand4          11
nand2b          4
and3            6
-- worst paths after layout --
path                                                  start                       to  slack, ps  depth (start not counted)
worst min-delay path                   state[1]$_DFFE_PP0P_     state[3]$_DFFE_PP0P_        550                          1
max in group asynchronous                               rst   address[3]$_DFFE_PP0P_       5600                          3
worst max register to register  keyboard_input[5]$_DFFE_PP_  address[20]$_DFFE_PP0P_       4570                          6
worst min register to register         state[1]$_DFFE_PP0P_     state[3]$_DFFE_PP0P_        550                          1
min in group asynchronous                               rst  address[10]$_DFFE_PP0P_       1780                          2
worst max-delay path            keyboard_input[5]$_DFFE_PP_  address[20]$_DFFE_PP0P_       4570                          6
Power and IR drop assume default switching activity.
