==> design/flow/design.v <==
`timescale 1ns / 1ps
module clock_divider (speed_reset_event,speed_down_event,speed_up_event,clk,reset,outclk);
input clk,reset;
output outclk;
reg outclk;
reg [31:0] counter;
reg [31:0] b = 32'd1216;  
input speed_up_event;
input speed_down_event;
input speed_reset_event;
always_ff @(posedge clk) begin
    if (reset) begin 
            outclk<=0;
            counter<=0;
	end
    else if (counter >= b ) begin
            outclk<= ~outclk;
            counter <= 0;
	end
    else counter<= counter+ 1'b1;
end
always_ff @(posedge clk) begin    
    if ( speed_up_event) b <= b - 32'd100;
    else if (speed_down_event) b<= b+32'd100;
    else if (speed_reset_event) b<= 32'd1216;
    else b<= b;
end 
endmodule
==> design/flow/config.mk <==
export PLATFORM = sky130hd
export DESIGN_NAME = clock_divider
export DESIGN_NICKNAME = clock_divider
export VERILOG_FILES = /design/flow/design.v
export SDC_FILE = /design/flow/constraint.sdc
export NUM_CORES = 4
export LEC_CHECK = 1
export CORE_UTILIZATION = 50
==> design/flow/run.sh <==
#!/bin/bash
# OpenROAD 26Q1-2900-gdf79404cd8, Yosys 0.63+post, stock flow scripts
make -C /OpenROAD-flow-scripts/flow DESIGN_CONFIG=/design/flow/config.mk WORK_HOME=/design/flow/orfs finish
==> design/flow/constraint.sdc <==
current_design clock_divider

set clk_period 7.5
set clk_io_pct 0.2

create_clock -name clk0 -period $clk_period [get_ports {clk}]

set non_clock_inputs [all_inputs -no_clocks]
set_input_delay [expr $clk_period * $clk_io_pct] -clock clk0 $non_clock_inputs
set_output_delay [expr $clk_period * $clk_io_pct] -clock clk0 [all_outputs]
==> notes.md <==
• **commonest non-fill, non-tap cell in the layout** sky130_fd_sc_hd__nor2_1
• **max-slew violation count** 0
• **Vias** 3847
• **cell breakdown of the critical path** clkdlybuf4s50_1 > buf_4 > inv_1 > nand2_1 > buf_4 > nor2_1 > a221oi_1 > a31oi_1
• **most common logic cells in the final layout** 61 x sky130_fd_sc_hd__nor2_1, 39 x sky130_fd_sc_hd__nand2_1, 37 x sky130_fd_sc_hd__inv_1, 34 x sky130_fd_sc_hd__ha_1, 33 x sky130_fd_sc_hd__dfxtp_1
• **worst slew margin relative to its limit** 46.3%
• **Final setup violation count** 0
• **largest area contributor in the netlist** sky130_fd_sc_hd__edfxtp_1
• **number of buffers inserted by hold repair at cts** 0
• **CP max-delay cell** sky130_fd_sc_hd__clkdlybuf4s50_1
• **maximum number of pins on one net before global-route repair** 37
• **insertion delay at the late pin of the worst-skew pair** 0.35 ns
• **Post-synth EDFFs** 30
• **MI comb area** 0.00265 mm²
• **total number of clock tree sinks** 63
• **remaining antenna violation count after routing** 0
• **CTS tree** yes
• **Reg2Reg Launch Point** b[4]
• **routability congestion estimate from global placement** 0.887
• **reg-to-reg critical path endpoint** b[13]
• **post-layout minimum cycle time** 3.85 ns
• **Ports** 6
• **cell leakage power** 0.00179 µW
• **Die Area** 0.00937 mm²
• **GRT overflow** 0
• **DRC violation count after routing** 0
• **Max IR drop VDD** 117 µV
• **post-layout period usage** 51.3%
• **number of rows created at floorplan** 34
• **Top cell area share** 20.0%
• **post-detailed-route via-to-cell ratio** 6.04
• **number of synthesis warnings** 1
• **post-placement cell area** 0.00458 mm²
• **number of register bits inferred by synthesis** 63
• **buffers inserted during post-CTS setup optimization** 0
• **number of cells produced by synthesis** 530
• **cell area after synthesis** 0.00450 mm²
• **fraction of final layout cells sized beyond drive strength 1** 6.62%
• **number of cells on the worst reg-to-reg path** 5
• **Max Clock Skew** 0.0138 ns
• **HPWL reported at the end of detailed placement** 7.32 mm
• **top cells by area in the synthesized netlist** sky130_fd_sc_hd__edfxtp_1 20%, sky130_fd_sc_hd__dfxtp_1 15%, sky130_fd_sc_hd__ha_1 9.5%
• **CP max stage delay** 0.46 ns
• **die width** 96.8 µm
• **Register Area** 0.00156 mm²
• **initial standard-cell utilization of the core** 51.5%
• **clock-pin slew on the worst setup and hold paths** 0.08 ns
• **Post-synth top flop** sky130_fd_sc_hd__dfxtp_1
• **detailed-router iteration count before antenna repair** 5
• **setup slack of the most critical reg-to-reg path** 4.84 ns
• **sequential share of the synthesized area** 34.7%
• **initial antenna violation count** 0
• **Buffers on Ports** 5
• **beginning of the worst hold path** counter[0]
• **CP max FO** 36
• **category of the most critical setup path** input port to flop
• **power per cell area** 247 mW/mm²
• **Clock H-tree levels** 3
• **Post-Syn Area per Cell** 8.48 µm²
• **YS chip area** 0.00450 mm²
• **unrepaired setup endpoints after global routing** false
• **data arrival time of the critical path** 3.94 ns
• **total inserted antenna cells** 0
• **number of library cell types mapped by synthesis** 63
• **number of maximum-capacitance violations** 0
• **final non-filler cell area** 0.00476 mm²
• **clk root buf** sky130_fd_sc_hd__clkbuf_8
• **element type at the critical path end** flop
• **initial DRC count** 241
• **average wire length per cell after detail routing** 16.1 µm
• **pre-CTS WS** 3.32 ns
• **global-route usage over all layers** 23.5%
• **class of the most critical hold timing path** flop to flop
• **total clock buffers created by CTS** 9
• **number of filler cells placed in the layout** 825
• **run status** finished, final reports clean
• **Hold Path Sink** counter[0]
• **count of cells along the worst hold path** 1
• **startpoint types** input port
• **Async S/R FF share, synth** 0%
• **core region area** 0.00872 mm²
• **first-pass GRT wire length** 17.7 mm
• **maximum buffer depth of the clock tree** 2
• **worst hold-check slack** 0.482 ns
• **Achievable Freq** 0.260 GHz
• **cell resize tally after clock tree synthesis** 0
• **yosys cell count** 530
• **DRT Wirelength** 10.2 mm
• **tally of OpenROAD warnings** 27
• **final total negative setup slack** 0 ns
• **Chip Height** 96.8 µm
• **Critical Path Source** speed_up_event
• **fin worst setup slack** 3.65 ns
• **number of hold-slack violations in the final timing report** 0
• **Least-Margin Pin Slew** 0.795 ns
• **area growth from synthesis to layout** 5.84%
• **required time of the worst setup path** 7.59 ns
• **vias in the first global route** 3634
• **most frequent cell on the critical path** sky130_fd_sc_hd__buf_4
## power breakdown
| part | total (µW) | leakage [µW] | switching, µW | internal [µW] |
|---|---|---|---|---|
| logic | 335 | 0.00111 | 199 | 136 |
| clock network | 285 | 0.0000880 | 133 | 152 |
| registers | 556 | 0.000595 | 119 | 438 |
| total | 1180 | 0.00179 | 450 | 726 |
## synth_stat cells (2+ instances only)
cell type,instances
sky130_fd_sc_hd__a211oi_1,5
sky130_fd_sc_hd__a21o_1,4
sky130_fd_sc_hd__a21oi_1,30
sky130_fd_sc_hd__a221oi_1,9
sky130_fd_sc_hd__a2bb2oi_1,2
sky130_fd_sc_hd__a311oi_1,6
sky130_fd_sc_hd__a31oi_1,14
sky130_fd_sc_hd__and2_1,2
sky130_fd_sc_hd__and3_1,11
sky130_fd_sc_hd__and4_1,4
sky130_fd_sc_hd__buf_2,3
sky130_fd_sc_hd__buf_6,3
sky130_fd_sc_hd__clkbuf_1,19
sky130_fd_sc_hd__dfxtp_1,33
sky130_fd_sc_hd__edfxtp_1,30
sky130_fd_sc_hd__ha_1,34
sky130_fd_sc_hd__inv_1,37
sky130_fd_sc_hd__mux2_2,2
sky130_fd_sc_hd__nand2_1,39
sky130_fd_sc_hd__nand2b_1,5
sky130_fd_sc_hd__nand3_1,25
sky130_fd_sc_hd__nand4_1,16
sky130_fd_sc_hd__nor2_1,61
sky130_fd_sc_hd__nor2b_1,3
sky130_fd_sc_hd__nor3_1,17
sky130_fd_sc_hd__nor4_1,6
sky130_fd_sc_hd__o21ai_0,20
sky130_fd_sc_hd__o221ai_1,4
sky130_fd_sc_hd__o22a_1,2
sky130_fd_sc_hd__o22ai_1,6
sky130_fd_sc_hd__o311ai_0,2
sky130_fd_sc_hd__o31ai_1,4
sky130_fd_sc_hd__or2_2,3
sky130_fd_sc_hd__or3_1,4
sky130_fd_sc_hd__or4_4,2
sky130_fd_sc_hd__xnor2_1,17
sky130_fd_sc_hd__xor2_1,20
## worst max-delay path, delay by kind of cell
family	cells	cell delay, ns
buffers and inverters	4	1.52
AOI/OAI and AO/OA	2	0.38
and+or+nand+nor	2	0.52
## metal layers
layer | part of all wire [%] | GRT usage (%) | vias to the layer above
met5 | 0 | 0 | -
met4 | 1.1 | 2.41 | 0
met3 | 5.5 | 4.12 | 10
met2 | 42 | 34.6 | 98
met1 | 51 | 38.9 | 1786
li1 | - | - | 1953
## worst max path at each step
stage                 endpoint  slack (ns)  cells after the start
after CTS                b[25]        3.68                      8
after global routing     b[25]        3.48                      8
final                    b[25]        3.65                      8
## final cells by class
class / count / share of cell area [%]
clock inverters: 4 / 0.973
clock buffers: 12 / 2.84
multi-input cells: 403 / 55.8
inverters: 37 / 2.92
well taps: 108 / 2.84
flip-flops and latches: 63 / 32.8
repair buffers: 10 / 1.84
## state kept, by name, summed over array words and instances (netlist names)
| signal | flops |
|---|---|
| b | 30 |
| counter | 32 |
| outclk | 1 |
## per-stage QoR
stage / total power, µW / utilization [%] / instances
4_1_cts: 1180 / 54.6 / 637
3_3_place_gp: 887 / 52.5 / 621
2_1_floorplan: 819 / - / 530
3_5_place_dp: 892 / 52.5 / 621
6_report: 1180 / 54.6 / 637
5_1_grt: 1260 / 54.6 / 637
## logic make-up after synthesis
kind of cell	synth area share [%]
AND-OR/OR-AND	18.1
XOR/XNOR	7.21
adder cells (fa/ha/maj)	9.46
buffers and inverters	6.23
flip-flops	34.7
multiplexers	0.501
AND/OR/NAND/NOR	23.8
Power figures rest on the tool's default switching activity, not on a simulated workload.
